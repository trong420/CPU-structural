--- ./run.sh ---
#!/bin/bash
# OpenROAD 26Q1-2900-gdf79404cd8, Yosys 0.63+post, stock flow scripts
make -C /OpenROAD-flow-scripts/flow DESIGN_CONFIG=/design/flow/config.mk WORK_HOME=/design/flow/orfs finish
--- ./config.mk ---
export PLATFORM = sky130hd
export DESIGN_NAME = addsub16bit
export DESIGN_NICKNAME = addsub16bit
export VERILOG_FILES = /design/flow/design.v
export SDC_FILE = /design/flow/constraint.sdc
export NUM_CORES = 4
export LEC_CHECK = 1
export CORE_AREA = 10 10 70 70
export DIE_AREA = 0 0 80 80
--- ./constraint.sdc ---
current_design addsub16bit

set clk_period 19.7
set clk_io_pct 0.2

create_clock -name clk0 -period $clk_period

set non_clock_inputs [all_inputs -no_clocks]
set_input_delay [expr $clk_period * $clk_io_pct] -clock clk0 $non_clock_inputs
set_output_delay [expr $clk_period * $clk_io_pct] -clock clk0 [all_outputs]
--- ./design.v ---
module alu (buswire, clock, ain, gin, sub, aluout);
  input clock, ain, gin, sub;
  input [15:0] buswire;
  output [15:0] aluout;
  reg [15:0] raout, result;
  addsub16bit n1 (buswire, raout, sub, result);
  reg16 n2 (ain, clock, buswire, raout);  
  reg16 n3 (gin, clock, result, aluout);
endmodule
module addsub16bit (in1, in2, sub, s);
  input [15:0] in1, in2; 
  input sub;
  output [15:0] s;
  wire x0, x1, x2, x3, x4, x5, x6, x7, x8, x9, x10, x11, x12, x13, x14, x15; 
  wire c1, c2, c3, c4, c5, c6, c7, c8, c9, c10, c11, c12, c13, c14, c15;
  xorgate n0 (sub, in2[0], x0);
  xorgate n1 (sub, in2[1], x1);
  xorgate n2 (sub, in2[2], x2);
  xorgate n3 (sub, in2[3], x3);
  xorgate n4 (sub, in2[4], x4);
  xorgate n5 (sub, in2[5], x5);
  xorgate n6 (sub, in2[6], x6);
  xorgate n7 (sub, in2[7], x7);
  xorgate n8 (sub, in2[8], x8);
  xorgate n9 (sub, in2[9], x9);
  xorgate n10 (sub, in2[10], x10);
  xorgate n11 (sub, in2[11], x11);
  xorgate n12 (sub, in2[12], x12);
  xorgate n13 (sub, in2[13], x13);
  xorgate n14 (sub, in2[14], x14);
  xorgate n15 (sub, in2[15], x15);
  fulladder a0 (in1[0], x0, sub, c1, s[0]);
  fulladder a1 (in1[1], x1, c1, c2, s[1]);
  fulladder a2 (in1[2], x2, c2, c3, s[2]);
  fulladder a3 (in1[3], x3, c3, c4, s[3]);
  fulladder a4 (in1[4], x4, c4, c5, s[4]);
  fulladder a5 (in1[5], x5, c5, c6, s[5]);
  fulladder a6 (in1[6], x6, c6, c7, s[6]);
  fulladder a7 (in1[7], x7, c7, c8, s[7]);
  fulladder a8 (in1[8], x8, c8, c9, s[8]);
  fulladder a9 (in1[9], x9, c9, c10, s[9]);
  fulladder a10 (in1[10], x10, c10, c11, s[10]);
  fulladder a11 (in1[11], x11, c11, c12, s[11]);
  fulladder a12 (in1[12], x12, c12, c13, s[12]);
  fulladder a13 (in1[13], x13, c13, c14, s[13]);
  fulladder a14 (in1[14], x14, c14, c15, s[14]);
  fulladder a15 (in1[15], x15, c15, , s[15]);
endmodule
module fulladder (in1, in2, cin, cout, s);
  input in1, in2, cin;
  output s, cout;
  wire x1, x2, x3;
  xorgate n1 (in1, in2, x1);
  andgate n2 (in1, in2, x2);
  xorgate n3 (x1, cin, s);
  andgate n4 (x1, cin, x3);
  orgate n5 (x2, x3, cout);
endmodule
module andgate (a, b, y);
  input a, b;
  output y;
  assign y = (a&b);
endmodule
module orgate (a, b, y);
  input a, b;
  output y;
  assign y = a|b;
endmodule
module xorgate (a, b, y);
  input a, b;
  output y;
  assign y = a^b;
endmodule
module dff_en (input d, input clk, input en, output q);
  dff ff1(f1, clk, q, qb1);
  mux2 m1(q, d, en, f1);
endmodule
module mux2 (in1, in2, sel, out);
  input in1, in2, sel;
  output out;
  notgate m1 (sel, nsel);
  nandgate m2 (in1, nsel, x1);
  nandgate m3 (in2, sel, x2);
  nandgate m4 (x1, x2, out);
endmodule
module dff (d, clk, q, qb);
input d, clk;
output q, qb;
  notgate n1 (d, db);
  nandgate n2 (ckb,d,x);
  nandgate n3 (ckb,db,z);
  nandgate n4 (jb,x,j);
  nandgate n5 (j,z,jb);
  nandgate n6 (clk,j,w);
  nandgate n7 (clk,jb,w1);
  nandgate n8 (w,qb,q);
  nandgate n9 (w1,q,qb);
  notgate n10 (clk, ckb);
endmodule
module nandgate (a, b, y);
  input a, b;
  output y;
  assign y = ~(a&b);
endmodule
module notgate (e, f);
  input e;
  output f;
  assign f = ~e;
endmodule
==> results.rst <==
Flow metrics
------------

.. list-table::
   :header-rows: 1

   * - Metric
     - Value
   * - Status
     - finished clean
   * - Leakage dissipation
     - about 0.50 nW
   * - Internal power of the cells
     - a little under 0.03 mW
   * - Synthesized area
     - just over 700 um^2
   * - Synth-to-Final Area Change
     - 57.9%
   * - Hold Violations, Final
     - 0
   * - Tally of filler cells in the layout
     - between 300 and 400
   * - Start point of the worst hold path
     - in1[0]
   * - Critical path's most frequent cell
     - sky130_fd_sc_hd__fa_1
   * - Top cells by area
     - sky130_fd_sc_hd__fa_1, sky130_fd_sc_hd__xnor2_1, sky130_fd_sc_hd__buf_4
   * - Via count of the first global-routing pass
     - roughly 550
   * - Worst Max-Slew Pin Slew
     - about 270 ps
   * - Final weighted congestion in routability-driven placement
     - roughly 0.76
   * - Power density relative to cell area
     - about 37 mW/mm^2
   * - Final instance count without filler cells
     - 157
   * - Initial DRC count
     - 0
   * - Worst path slowest cell
     - sky130_fd_sc_hd__clkdlybuf4s50_1
   * - Ratio of final minimum period to clock period
     - 0.766
   * - Detailed-placement wirelength estimate
     - ~1500 um
   * - Remaining antenna violation count
     - 0
   * - Global routing met1 resource utilization
     - 0.0565
   * - Capture endpoint of the worst hold path
     - s[0]
   * - Router iterations before antenna repair
     - 1
   * - Initial antenna violation count
     - 0
   * - Sequential area share after synthesis
     - 0
   * - Antenna diode count
     - 0
   * - Worst EP required
     - about 16,000 ps
   * - Aggregate global-route resource usage
     - 0.0454
   * - Number of standard cells reported by yosys
     - just under 80
   * - Number of maximum-capacitance violations
     - 0
   * - Average vias per placed instance
     - roughly 3.3
   * - Unrepaired setup endpoints after global routing
     - no
   * - Arrival time at the worst endpoint
     - 11,150 ps
   * - Number of hold-repair buffers added at the cts stage
     - 0
   * - Cell chain of the critical path
     - clkdlybuf4s50_1 > buf_4 > xnor2_1 > fa_1 > fa_1 > fa_1 > fa_1 > fa_1 > fa_1 > fa_1 > fa_1 > fa_1 > fa_1 > fa_1 > fa_1 > fa_1 > fa_1 > xnor2_1 > xnor2_1 > clkdlybuf4s50_1
   * - Classification of the worst setup path
     - input port to output port
   * - Shortest period the worst path allows
     - between 15,000 and 20,000 ps
   * - Fp_density
     - 0.207
   * - Fin Setup TNS
     - 0 ps
   * - First-pass GRT wire length
     - between 2000 and 2500 um
   * - GR met3 Demand/Resource
     - 0.0136
   * - Max-Slew Margin vs Limit
     - 0.823
   * - IO Count
     - 49
   * - Cell count after synthesis
     - between 70 and 80
   * - Fraction of final layout cells sized beyond drive strength 1
     - 0.0180
   * - Count of tool warnings
     - 32
   * - Total area of sequential cells
     - 0 um^2
   * - Worst hold path stage count
     - 3
   * - Cell taking the most area after synthesis
     - sky130_fd_sc_hd__fa_1
   * - Final tally of setup violations
     - 0
   * - Tally of unique sky130hd cells used after synthesis
     - 9
   * - Final Routed Wirelength
     - roughly 1500 um
   * - Total power
     - between 0.04 and 0.05 mW
   * - Switching fraction of total power
     - 0.294
   * - Tally of clock buffers in the finished layout
     - 0
   * - Share of Yosys cell area claimed by the top area cell type
     - 0.396
   * - GRT Max-Usage Layer
     - met2
   * - Clock power share
     - 0
   * - Net switching power of the design
     - roughly 0.012 mW
   * - Power share of the sequential group
     - 0
   * - Placed Cells incl. Taps
     - ~160
   * - Fmax
     - about 66 MHz
   * - Warnings from Yosys
     - 0
   * - Number of post-CTS setup repair buffers
     - 0
   * - Maximum cell stage delay along the critical path
     - between 400 and 500 ps
   * - WL/cell
     - 9.54 um
   * - Count of unresolved DRC violations after routing
     - 0
   * - Chip Footprint
     - between 0.006 and 0.007 mm^2
   * - Die Ht
     - about 80 um
   * - Area of the synthesized netlist per yosys stat
     - around 700 um^2
   * - Combinational cell fraction of total power
     - 1.000
   * - Post-cts gate resize count
     - 0
   * - Number of max-slew violations in the final report
     - 0
   * - IR drop worst, VDD
     - around 0.011 mV
   * - Maximum fanout along the worst path
     - 16
   * - Port Buffer Count
     - 49
   * - Mapped Avg Cell Area
     - between 8 and 9 um^2
   * - Die span in x
     - roughly 80 um
   * - GR Layer Usage met2
     - 0.0803
   * - Worst setup SP type
     - input port
   * - Pin count of the biggest net entering global routing
     - 17
   * - Count of flip-flops and latches
     - 0
   * - Type of element capturing the critical path
     - output port
   * - Core outline area
     - 0.00342 mm^2
   * - Worst hold path class
     - input port to output port
   * - Final core utilization
     - 0.327
   * - Number of vias in the routed layout
     - 512
   * - Total gr overflow
     - 0
   * - Number of placement rows
     - 21
[cells in the mapped netlist]
cell                      count
sky130_fd_sc_hd__xnor2_1     16
sky130_fd_sc_hd__fa_1        14
sky130_fd_sc_hd__buf_6        1
sky130_fd_sc_hd__mux2i_1      1
sky130_fd_sc_hd__buf_4       16
sky130_fd_sc_hd__xor2_1       1
sky130_fd_sc_hd__inv_1       28
sky130_fd_sc_hd__xnor2_2      1
sky130_fd_sc_hd__buf_8        1
[metal layers]
metal	up-vias	wire (um)
li1	257	-
met1	227	612
met2	28	709
met3	0	174
met4	0	0
met5	-	0
[worst max path at each step]
stage / startpoint / to / slack, ps / cells past startpoint
CTS: sub / s[15] / 4530 / 20
global route: sub / s[15] / 4290 / 20
finish: sub / s[15] / 4610 / 20
[cells in the final DEF (no fill, tap or decap)]
master / instances
sky130_fd_sc_hd__clkdlybuf4s50_1: 49
sky130_fd_sc_hd__inv_1: 28
sky130_fd_sc_hd__xnor2_1: 16
sky130_fd_sc_hd__fa_1: 14
sky130_fd_sc_hd__xnor2_2: 1
sky130_fd_sc_hd__xor2_1: 1
sky130_fd_sc_hd__mux2i_1: 1
sky130_fd_sc_hd__buf_4: 1
[stage by stage]
step	cell area [um^2]	hold WS, ps	setup WS (ps)
2_1_floorplan	707	8030	5760
3_3_place_gp	1120	8850	4560
3_5_place_dp	1120	8850	4530
4_1_cts	1120	8850	4530
5_1_grt	1120	8910	4290
6_report	1120	8840	4610
[power groups by stage]
| stage | clock (mW) | combinational [mW] | sequential [mW] |
|---|---|---|---|
| after CTS | 0 | 0.0431 | 0 |
| after global routing | 0 | 0.0473 | 0 |
| final | 0 | 0.0413 | 0 |
[cell type report]
class / count / area (um^2) / share of cell area
well taps: 46 / 57.6 / 0.0516
multi-input cells: 33 / 455 / 0.408
repair buffers: 50 / 498 / 0.446
inverters: 28 / 105 / 0.0942
[worst max-delay path: cells and delay by family]
kind / cells / cell delay (ps)
adders and majority gates: 14 / 5530
xor gates and xnor gates: 3 / 470
buffers and inverters: 3 / 1200
[cells by family after synthesis]
logic type,synth area share
multiplexers,0.0142
buffers and inverters,0.356
adder cells (fa/ha/maj),0.396
XOR/XNOR,0.234
Power figures rest on the tool's default switching activity, not on a simulated workload.
